==> flow/design.v <==
`timescale 1ns / 1ps
module brightness_test(led,check,    clk,rst);
    output led,check;
    input clk,rst;
	wire clk_d8;
	division_clock DIVCLK   (clk_d8,check,    clk,rst);
	state_control  DUTY_FSM (led,              clk_d8,rst); 
endmodule
module state_control(led,   clk,rst);    
    output reg led;
    input clk,rst;  
	parameter duty_100_percent = 8'd199,
	          duty_1_percent   = 8'd1,
			  fail_condition   = 8'd250;
    parameter dark_to_light = 1'd0,          
              light_to_dark = 1'd1;
    reg breath_mode;
	reg [7:0] breath_state;
	reg [7:0] period_counter;
	always@(posedge clk or posedge rst)begin
		if(rst)begin
			led <= 0;
		end
		else begin
			if(period_counter <= breath_state)begin
				led <= 1;
			end
			else begin
				led <= 0;
			end
		end
	end
    always@(posedge clk or posedge rst)begin
        if(rst)begin
            breath_state   <= 0;
            period_counter <= 0;
            breath_mode    <= 0;
        end
        else begin
            if(period_counter < 8'd200)begin
                breath_state   <= breath_state;
                period_counter <= period_counter + 8'd1;
            end
            else begin
                period_counter <= 0;
                case(breath_mode)                    
                    dark_to_light :begin
                        if(breath_state != duty_100_percent)begin
                            breath_state <= breath_state + 8'd1;
                        end
                        else begin
                            breath_mode  <= light_to_dark;
                        end
                    end
                    light_to_dark :begin
                        if(breath_state != duty_1_percent)begin
                            breath_state <= breath_state - 8'd1;
                        end
                        else begin
                            breath_mode  <= dark_to_light;
                        end
                    end
                    default:begin
                        breath_state <= fail_condition;
                    end
                endcase
            end
        end
    end
endmodule
module division_clock(clk_d8,clk_d26,    high_clk,rst);
    output clk_d8,clk_d26;        
    input  high_clk, rst;  
    reg [27:0]tmp;
    assign clk_d8 = tmp[8];   
	assign clk_d26 = tmp[26];   
    always@(posedge high_clk or posedge rst)begin
        if(rst)begin
            tmp <= 28'd0;
        end
        else begin
            tmp <= tmp + 28'd1;
        end
    end
endmodule
==> flow/run.sh <==
#!/bin/bash
# OpenROAD 26Q1-2900-gdf79404cd8, Yosys 0.63+post, stock flow scripts
make -C /OpenROAD-flow-scripts/flow DESIGN_CONFIG=/design/flow/config.mk WORK_HOME=/design/flow/orfs finish
==> flow/config.mk <==
export PLATFORM = sky130hd
export DESIGN_NAME = brightness_test
export DESIGN_NICKNAME = brightness_test
export VERILOG_FILES = /design/flow/design.v
export SDC_FILE = /design/flow/constraint.sdc
export NUM_CORES = 4
export LEC_CHECK = 1
export CORE_UTILIZATION = 40
==> flow/constraint.sdc <==
current_design brightness_test

set clk_period 6.1
set clk_io_pct 0.2

create_clock -name clk0 -period $clk_period [get_ports {clk}]

set non_clock_inputs [all_inputs -no_clocks]
set_input_delay [expr $clk_period * $clk_io_pct] -clock clk0 $non_clock_inputs
set_output_delay [expr $clk_period * $clk_io_pct] -clock clk0 [all_outputs]
==> ci_impl_report.md <==
## Implementation flow summary

| Metric | Value |
|---|---|
| Internal power | 0.000225 W |
| Synth cell count leaders | 45 x dfrtp_1, 30 x xnor2_1, 23 x nand3_1 |
| Min Tclk post-route | 2310 ps |
| Clk root buf | clkbuf_8 |
| Startpoint Class | flop |
| WP buf/inv | 1 |
| CTS HTree Levels | 1 |
| Critical Path, Cell by Cell | clkdlybuf4s50_1 |
| Worst reg2reg setup slack | 4050 ps |
| Switching share of power | 0.204 |
| TritonCTS clock tree | built |
| Ys async rst share | 1.00 |
| Top FF cell, synth | dfrtp_1 |
| HPWL reported at the end of detailed placement | 2.60 mm |
| R2R Path Start | DIVCLK.tmp[8]$_DFF_PP0_ |
| Top cells by area | dfrtp_1 49%, xnor2_1 12%, ha_1 7.1% |
| Yosys cell count | 214 |
| Antenna diodes | 0 |
| CP endpoint kind | output port |
| First-pass GRT wire length | 6.56 mm |
| Cells after synthesis | 214 |
| Final Max Tran Viols | 0 |
| Synth top cell by count | dfrtp_1 |
| Place WS | 3970 ps |
| Cell Area, Synth | roughly 2300 µm² |
| Largest net degree at the start of global routing | 46 |
| Via count | 1,488 |
| First drt pass iteration count | 4 |
| Post-synth EDFFs | 0 |
| Count of unclocked register or latch pins | 18 |
| Post_cts resized | 0 |
| Syn Area/Cell | 10.7 µm² |
| Initial DRC Count | 99 |
| Vias in the first global route | 1,448 |
| Worst-path maximum fanout | 2 |
| Sw Pwr | 0.0000577 W |
| Reg clk slew, reported paths | ~90 ps |
| Arr. time, crit path | 1090 ps |
| FMAX | 433 MHz |
| GP Congestion | 0.856 |
| PnR worst setup slack | about 3800 ps |
| Power Density | 116 nW/µm² |
| DRT antenna net count | 0 |
| Max capacitance violation total | 0 |
| Dominant cell type by area after synthesis | dfrtp_1 |
| CP max stage cell | clkdlybuf4s50_1 |
| Setup_tns | 0 ps |
| CTS buffer count | 3 |
| Max Buffers Root-to-Sink | 2 |
| Reg power frac | 0.631 |
| Via density | 5.10 |
| Total stage count of the critical path | 1 |
| Total Routing Usage GR | 0.135 |
| Final period util | 0.378 |
| Status | complete, no violations |
| Total power | about 0.00028 W |
| Sequential area share after synthesis | 0.493 |
| Skew final | 7.11 ps |
| Number of unconstrained endpoints | 19 |
| Slew headroom | 0.535 |
| Clk pwr share | 0.346 |
| Yosys warning tally | 2 |
| CP Data Required Time | 4880 ps |
| Worst Tran Pin Value | slightly below 700 ps |
| WHS Endpoint | DIVCLK.tmp[24]$_DFF_PP0_ |
| # rows | 27 |
| Floorplan utilization | 0.414 |
| CP top delay family | buffers and inverters |
| Min-Delay Path Depth | 1 |
| Post-CTS setup buffer count | 0 |
| Crit Path Category | flop to output port |
| Setup violators final | 0 |
| Wire per inst | about 12 µm |
| Maximum VDD drop | 0.0000989 V |
| RR Endpoint | DIVCLK.tmp[26]$_DFF_PP0_ |
| Layout cells sized above 1 | 0.0455 |
| Hold Path Class | flop to flop |
| Chip area | 6010 µm² |
| Placed cells | around 290 |
| CP peak stage delay | 460 ps |
| Yosys chip area | 2280 µm² |
| Core footprint | 5510 µm² |
| Cts hold-fix bufs | 0 |
| Grt ovf | 0 |
| Drc violations | 0 |
| R2R depth | 5 |
| Synth Register Bits | 45 |
| Tally of OpenROAD warnings | 27 |
| IO Pins | 4 |
| Area grow syn2layout | 6.80% |
| Final Hold Viols | 0 |
| Leakage | 1.04 nW |
| Initial antenna violation count | 0 |
| Yosys cell types | 39 |
| Die X | about 78 µm |
| Die extent in y | between 70 and 80 µm |
| Gate power share | 0.023 |
| Synth top area share | 0.493 |
| Layout Cells excl Fill | around 290 |
| Unrepaired setup endpoints after global routing | false |
| PortBufs | 3 |
| Worst Hold Launch | DIVCLK.tmp[24]$_DFF_PP0_ |
| DRT Wirelength | 3.61 mm |
| Latency at later pin | 270 ps |
-- area by class of cell --
| cell class | instances | area [µm²] |
|---|---|---|
| clock buffers | 3 | 41.3 |
| clock inverters | 1 | 5.00 |
| fillers | 513 | 3070 |
| inverters | 15 | 56.3 |
| multi-input cells | 151 | 1070 |
| flip-flops and latches | 45 | 1130 |
| well taps | 72 | 90.1 |
| repair buffers | 5 | 45.0 |
-- cells by family after synthesis --
family          after synthesis  share of synthesized area
simple gates                 82                      0.192
flops                        45                      0.493
xor+xnor                     38                      0.146
buf+inv                      18                     0.0362
compound gates               17                     0.0570
fa+ha+maj                    13                     0.0713
mux                           1                    0.00439
-- stage by stage --
step                cell area [µm²]  hold slack, ps   util
global placement               2390             454  0.434
CTS                            2440             478  0.443
finish                         2440             467  0.443
detailed placement             2390             464  0.434
floorplan                      2280             424      -
global route                   2440             494  0.443
-- metal layers --
metal,share of wire,vias to the layer above,GRT usage,wire (µm)
met5,0,-,0,0
met3,0.015,4,0.00836,55
met2,0.46,18,0.211,1660
met4,0.0086,0,0.0208,31
met1,0.52,706,0.221,1860
li1,-,760,-,-
-- registers in the layout (all words and copies together), names as in the netlist --
| signal | cells |
|---|---|
| DIVCLK.tmp | 27 |
| DUTY_FSM.breath_state | 8 |
| DUTY_FSM.period_counter | 8 |
| DUTY_FSM.breath_mode | 1 |
| DUTY_FSM.led | 1 |
-- cell usage in the layout (no fill, tap or decap), drive strengths merged, types with 2 or more instances in the layout --
cell,instances
nor4,2
xnor2,30
o31ai,2
or4,2
a21oi,2
clkdlybuf4s50,3
inv,15
clkbuf,3
nand2,13
nand3,23
o22ai,2
nor2,12
ha,13
buf,2
nor3,5
a21o,2
nand3b,2
dfrtp,45
and3,6
nand4,9
xor2,8
-- worst max-delay path by stage --
stage,from,slack [ps],end
finish,DIVCLK.tmp[26]$_DFF_PP0_,3790,check
global route,DIVCLK.tmp[26]$_DFF_PP0_,3730,check
CTS,DIVCLK.tmp[26]$_DFF_PP0_,3780,check
-- power groups by stage --
stage | logic, W | clock network, W | registers [W]
4_1_cts | 0.00000729 | 0.000102 | 0.000179
5_1_grt | 0.00000793 | 0.000109 | 0.000179
6_report | 0.00000658 | 0.0000978 | 0.000179
Power is estimated from default activity; no workload was simulated.
