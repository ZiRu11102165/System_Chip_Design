**./config.mk**
```make
export PLATFORM = sky130hd
export DESIGN_NAME = variable_speed_main
export DESIGN_NICKNAME = variable_speed_main
export VERILOG_FILES = /design/flow/design.v
export SDC_FILE = /design/flow/constraint.sdc
export NUM_CORES = 4
export LEC_CHECK = 1
export CORE_UTILIZATION = 40
```
**./constraint.sdc**
```tcl
current_design variable_speed_main

set clk_period 3.9
set clk_io_pct 0.2

create_clock -name clk0 -period $clk_period [get_ports {CLK}]

set non_clock_inputs [all_inputs -no_clocks]
set_input_delay [expr $clk_period * $clk_io_pct] -clock clk0 $non_clock_inputs
set_output_delay [expr $clk_period * $clk_io_pct] -clock clk0 [all_outputs]
```
**./design.v**
```verilog
`timescale 1ns / 1ps
module variable_speed_main( LED,SEG7_SCORE,WHICH_LIGHT,
                            B_L,B_R,CLK,RST  );
	output [7:0] LED,SEG7_SCORE,WHICH_LIGHT;
	input B_L,B_R,CLK,RST;
	wire Left_stable,Right_stable;
	wire Clk_d19,Clk_d23,Trigger,First_serve;
	wire [2:0] FSM_State;
	wire [3:0] Left_Score,Right_Score;	
	wire [5:0] Random_value;
	FSM					LED_CONTROL     (FSM_State,Left_Score,Right_Score,    LED,Left_stable,Right_stable,First_serve,CLK,RST);
	LED					LED_POSITION    (LED,First_serve,                     Trigger,FSM_State,Clk_d23,RST);
	Random				VARIABLE_SPEED  (Random_value,                        Clk_d19,RST); 
	LED_Trigger			POSITION_CHANGE (Trigger,                             FSM_State,Random_value,Clk_d23,RST);
	Seven_segment	    SCORE_DISPLAY   (SEG7_SCORE,WHICH_LIGHT,              Left_Score,Right_Score,Clk_d19,RST); 
    Button				LEFT_STABLE     (Left_stable,                         B_L,CLK,RST); 
	Button				RIGHT_STABLE    (Right_stable,                        B_R,CLK,RST); 
    Frequency_divsion	DIVCLK          (Clk_d19,Clk_d23,                     CLK,RST);
endmodule
module FSM(FSM_State,Left_Score,Right_Score,    LED_Position,Left_Button,Right_Button,First_serve,clk,rst);
    output reg [2:0]FSM_State;
    output reg[3:0]Left_Score,Right_Score;
    input [7:0]LED_Position;
    input Left_Button,Right_Button;
    input First_serve;                         
    input clk,rst;
    parameter Waiting_serve       = 3'd0,
              Move_right          = 3'd1,
              Move_left           = 3'd2,
              Judgment_left_loss  = 3'd3,
              Judgment_right_loss = 3'd4,
              Fail_condition      = 3'd5;
    always@(posedge clk or posedge rst)begin
        if(rst)begin
            Left_Score <= 4'd0;
            Right_Score<= 4'd0;
            FSM_State <=Waiting_serve;
        end        
        else begin
            case(FSM_State)
                Waiting_serve:begin
                    if(Left_Score ==4'd7 || Right_Score == 4'd7)begin                 
                        FSM_State <= Waiting_serve;
                    end
                    else begin
                        case(LED_Position)
                            8'b0000_0000:begin                                         
                                if(Left_Button == 1 && Right_Button == 0)begin
                                    FSM_State <= Move_right;
                                end
                                else if(Left_Button == 0 && Right_Button == 1)begin
                                    FSM_State <= Move_left;
                                end
                                else begin
                                    FSM_State <= Waiting_serve;
                                end
                            end
                            8'b1111_0000:begin                                         
                                if(Left_Button == 1 && Right_Button == 0)begin
                                    FSM_State <= Move_right;
                                end
                                else begin
                                    FSM_State <= Waiting_serve;
                                end
                            end
                            8'b0000_1111:begin                                         
                                if(Left_Button == 0 && Right_Button == 1)begin
                                    FSM_State <= Move_left;
                                end
                                else begin
                                    FSM_State <= Waiting_serve;
                                end
                            end
                            default:begin
                                FSM_State <= Fail_condition;
                            end
                        endcase
                    end
                end
                Move_right:begin
                    if((LED_Position != 8'b0000_0001 && Right_Button == 1) || (LED_Position == 8'd0 && First_serve == 1))begin 
                        FSM_State <= Judgment_right_loss;
                    end
                    else if(LED_Position == 8'b0000_0001 && Right_Button == 1)begin                         
                        FSM_State <= Move_left;
                    end
                    else begin
                        FSM_State <= Move_right;
                    end
                end
                Move_left:begin
                    if((LED_Position != 8'b1000_0000 && Left_Button == 1) || (LED_Position == 8'd0 && First_serve == 1))begin 
                        FSM_State <= Judgment_left_loss;
                    end
                    else if(LED_Position == 8'b1000_0000 && Left_Button == 1)begin                         
                        FSM_State <= Move_right;
                    end
                    else begin
                        FSM_State <= Move_left;
                    end
                end
                Judgment_left_loss:begin
                    if(LED_Position == 8'b0000_1111)begin
                        FSM_State <= Waiting_serve;
                        Right_Score <= Right_Score +4'd1;
                    end
                    else begin
                        FSM_State <= Judgment_left_loss;
                    end
                end
                Judgment_right_loss:begin
                    if(LED_Position == 8'b1111_0000)begin
                        FSM_State <= Waiting_serve;
                        Left_Score <= Left_Score +4'd1;
                    end
                    else begin
                        FSM_State <= Judgment_right_loss;
                    end
                end
                default:begin
                    FSM_State <= Fail_condition;
                end
            endcase
        end
    end
endmodule
module LED(LED_Position,First_serve,    Trigger,FSM_State,clk,rst);
    output reg [7:0] LED_Position;
    output reg First_serve;
    input [2:0]FSM_State;
	input Trigger;
    input clk,rst;
    reg shift_condition;  
    parameter Waiting_serve       = 3'd0,
              Move_right          = 3'd1,
              Move_left           = 3'd2,
              Judgment_left_loss  = 3'd3,
              Judgment_right_loss = 3'd4,
              Fail_condition      = 3'd5;
    always@(posedge clk or posedge rst)begin
        if(rst)begin
            LED_Position    <= 8'b0000_0000;
            shift_condition <= 0;
            First_serve     <= 0;
        end
        else begin
            case(FSM_State)
                Waiting_serve:begin
                    LED_Position <= LED_Position;
                    First_serve  <= First_serve;
                end
                Move_right:begin
                    if(shift_condition == 0)begin           
                        LED_Position    <= 8'b1000_0000;  
                        shift_condition <= 1;             
                    end
                    else begin
						if(Trigger == 1)begin
							First_serve <= 1;
							LED_Position <= LED_Position >> 1;      
							shift_condition <= 1;             
						end
						else begin
							First_serve  <= 1;
							LED_Position <= LED_Position;
							shift_condition <= 1; 
						end
                    end
                end
                Move_left:begin
                    if(shift_condition == 0)begin           
                        LED_Position    <= 8'b0000_0001;  
                        shift_condition <= 1;             
                    end
                    else begin
						if(Trigger == 1)begin
							First_serve     <= 1;
							LED_Position    <= LED_Position << 1;      
							shift_condition <= 1;             
						end	
						else begin
							First_serve     <= 1;
							LED_Position    <= LED_Position ;
							shift_condition <= 1;            
						end
                    end
                end
                Judgment_left_loss  :begin                
                    LED_Position       <= 8'b0000_1111;      
                    shift_condition <= 0;                 
                end
                Judgment_right_loss :begin                
                    LED_Position       <= 8'b1111_0000;      
                    shift_condition <= 0;                 
                end
                default:begin
                    LED_Position <= 8'b1111_1111;            
                end
            endcase
        end
    end
endmodule
module Random(Random_value,    clk,rst); 
    output [5:0] Random_value;  
    input clk,rst; 
    reg [3:0] random_speed;
    reg [3:0] seedcnt; 
    parameter Move_right          = 3'd1,
              Move_left           = 3'd2;
    assign Random_value = (random_speed[1:0] == 2'd0) ? 6'd7  :
                          (random_speed[1:0] == 2'd1) ? 6'd3  :
                          (random_speed[1:0] == 2'd2) ? 6'd7  :
                          (random_speed[1:0] == 2'd3) ? 6'd31 : 6'd7;
    always@(posedge clk or posedge rst)begin
        if(rst)begin
            seedcnt<=4'd0;
        end
        else begin
            seedcnt<=seedcnt+4'd1;
        end
    end
    always@(posedge clk or posedge rst )begin
        if(rst)begin
            random_speed<=4'd0;
        end
        else begin
            if(random_speed==4'd0)begin
                random_speed<=seedcnt;
            end    
            else begin
                random_speed[0]<=random_speed[3]^random_speed[2];
                random_speed[1]<=random_speed[2]^random_speed[1];
                random_speed[2]<=random_speed[1]^random_speed[0];
                random_speed[3]<=random_speed[0]^random_speed[3];
            end
        end
    end
endmodule
module LED_Trigger(Trigger,    FSM_State,Random_value,clk,rst);
    output reg Trigger;  
    input [2:0] FSM_State;
    input [5:0] Random_value;
    input clk,rst;
    reg [5:0] trigger_number;
    reg [5:0] trigger_counter;
    reg [1:0] trigger_state;  
    parameter Waiting_serve       = 3'd0,
              Move_right          = 3'd1,
              Move_left           = 3'd2,
              Judgment_left_loss  = 3'd3,
              Judgment_right_loss = 3'd4,
              Fail_condition      = 3'd5;
    parameter   Get_Random_value  = 2'd0,
                Counting          = 2'd1;
    always@(posedge clk or posedge rst)begin
        if(rst)begin
            Trigger         <= 0;
            trigger_counter <= 6'd0;
            trigger_number  <= 6'd0;
            trigger_state   <= Get_Random_value;
        end
        else begin
            case(FSM_State)
                Waiting_serve        :begin
                    Trigger <= 0;
                end
                Move_right,Move_left :begin
                    case(trigger_state)
                        Get_Random_value  :begin
							Trigger <= 0;
                            trigger_number <= Random_value;
                            trigger_state  <= Counting;
                        end
                        Counting          :begin
                            if(trigger_counter == trigger_number)begin
                                Trigger         <= 1;
                                trigger_counter <= 6'd0;
								trigger_state   <= Get_Random_value;
                            end
                            else begin
                                trigger_counter <= trigger_counter+6'd1;
                            end
                        end
                        default:begin
                            Trigger <= 0;
                            trigger_state   <= Get_Random_value;
                        end
                    endcase
                end
                default:begin
                    Trigger         <= 0;
                    trigger_counter <= 6'd0;
                    trigger_number  <= 6'd0;
                    trigger_state   <= Get_Random_value; 
                end
            endcase
        end
    end 
endmodule
module Seven_segment(score_show,segment_select,    Left_Score,Right_Score,clk,rst); 
    output reg [7:0] score_show; 
    output reg [7:0]segment_select;
    input [3:0] Left_Score,Right_Score;
    input clk,rst;
    reg random_speed;
    reg [3:0]score_scanned;
    always@(posedge clk or posedge rst)begin
        if(rst)begin
            segment_select <= 8'b0111_1111;
            random_speed <= 0;
            score_scanned  <= 4'd0;
        end
        else begin
            case(random_speed)
                1'b0:begin
                    segment_select <= 8'b0111_1111;
                    score_scanned  <= Left_Score;
                    random_speed <= 1;
                end
                1'b1:begin
                    segment_select <= 8'b1110_1111;
                    score_scanned  <= Right_Score;
                    random_speed <= 0;
                end
                default:begin
                    segment_select <= 8'b1111_0000;
                    score_scanned  <= 4'd7;
                end
            endcase
        end
    end
    always @(*)begin
        case(score_scanned)
            4'd0:   begin score_show = 8'b00000011; end  
            4'd1:   begin score_show = 8'b10011111; end  
            4'd2:   begin score_show = 8'b00100101; end  
            4'd3:   begin score_show = 8'b00001101; end  
            4'd4:   begin score_show = 8'b10011001; end  
            4'd5:   begin score_show = 8'b01001001; end  
            4'd6:   begin score_show = 8'b01000001; end  
            4'd7:   begin score_show = 8'b00011111; end  
            default:begin score_show = 8'b00000011; end  
        endcase
    end
endmodule
module Button(click,    in,clk,rst); 
    output reg click;
    input in,clk,rst;  
    reg decnt;
    parameter bound = 1'd1;
    always @ (posedge clk or posedge rst)begin
        if(rst)begin
            decnt <= 0;
            click <= 0;
        end
        else begin
            if(in)begin
                if(decnt < bound)begin
                    decnt <= decnt + 1;  
                    click <= 0;
                end
                else begin
                    click <= 1 ;
                end
            end
            else begin
                decnt <= 0;
                click <= 0;
            end
        end
    end
endmodule
module Frequency_divsion(clk_d19,clk_d23,    high_clk,rst);
    output clk_d19,clk_d23; 
    input  high_clk, rst;  
    reg [27:0]tmp;
    assign clk_d23 = tmp[21];   
    assign clk_d19 = tmp[19];   
    always@(posedge high_clk or posedge rst)begin
        if(rst)begin
            tmp <= 28'd0;
        end
        else begin
            tmp <= tmp + 28'd1;
        end
    end
endmodule
```
**./run.sh**
```bash
#!/bin/bash
# OpenROAD 26Q1-2900-gdf79404cd8, Yosys 0.63+post, stock flow scripts
make -C /OpenROAD-flow-scripts/flow DESIGN_CONFIG=/design/flow/config.mk WORK_HOME=/design/flow/orfs finish
```
==> results.yml <==
# generated from flow reports
outcome:
  run_status: "finished with violations"
  failed_checks: "DRC"
synth:
  top_logic_kind: "simple AND/OR/NAND/NOR gates"
  top_area_share_pct: 49.8
  ys.flop_type: "dfrtp_1"
  ys_sh_simple_pct: 18.6
  ys_cells: 355
  async_flop_share_pct: 100
  yosysWarningCount: 7
  area_leaders: "dfrtp_1 (50%), xnor2_1 (6.9%), ha_1 (4.4%)"
  ys_seq_share_pct: 52.0
  synth_cells: 355
  ys_types: 52
  synth-edff-count: 0
  ys_sh_mux_pct: 2.39
  netlist_area_um2: 3660
  aoi_share_pct: 10.2
  ys.flops: 76
  adder_share_pct: 4.44
  top_area_cell: "dfrtp_1"
  xor_share_pct: 8.36
  ys_area_um2: 3660
  syn_avg_cell_area_um2: 10.3
cts:
  root_buffer: "clkbuf_8"
  htreeDepth: 2
  hold_buffers: 0
  cts_tree: "built"
  cts_buffers: 5
  clk_path_buf_depth: 2
  insertion_delay_ns: 0.29
  path_clk_slew_ns: 0.08
  cts_setup_buffers: 0
  cts_resized: 0
cells_and_area:
  stdcell_count: 483
  ff_latch_area_um2: 1910
  area.combinational_um2: 1640
  drive_above_1_share_pct: 6.67
  syn_to_final_growth_pct: 11.1
  final_cell_area_um2: 4070
  fillers: 825
critical_path:
  worst_path_max_delay_cell: "nor4_1"
  r2r_setup_slack_ns: 2.18
  reg2reg_to: "DIVCLK.tmp[21]"
  cp_slowest_stage_delay_ns: 0.65
  worstSetupPathType: "reg -> reg"
  path_max_fanout: 5
  crit_path_start: "DIVCLK.tmp[2]"
  crit_path_end: "DIVCLK.tmp[21]"
  r2r_cells: 4
  crit_path_cell_trace: "nand4_1 -> nor4_1 -> nand4_1 -> xnor2_1"
  endpoint_kind: "flip-flop"
  r2r_start: "DIVCLK.tmp[2]"
  crit_arrival_ns: 1.87
  start_kind: "flip-flop"
  crit_path_frequent_cell: "nand4_1"
  worst_ep_required_time_ns: 4.04
power:
  p_switching_w: 0.000151
  power_density_nw_per_um2: 189
  fin_total_pwr_w: 0.000769
  seq_power_share_pct: 53.0
  vdd_drop_max_uv: 175
  clkPwrFrac_pct: 44.0
  leakage_nw: 1.79
  internal-power_w: 0.000619
  comb_power_share_pct: 3.0
  p_sw_share_pct: 19.6
floorplanning:
  die_h_um: 97.7
  coreArea_um2: 8810
  die_area_um2: 9550
  ioPinCount: 28
  fp-row-count: 34
  initCoreUtil_pct: 41.6
  die_x_um: 97.7
timing:
  slew_viol_final: 0
  finalSetupViolations: 0
  untimed_endpoints: 54
  tightest_slew_ns: 0.708
  period_minus_slack_ns: 1.72
  hold_viol: 0
  rsz0062_at_grt: "no"
  period_used_pct: 44.2
  slew_headroom_pct: 52.4
  unclocked_regs: 37
  max_freq_ghz: 0.580
  clock_skew_ns: 0.00813
  setup_tns_ns: 0
global_routing:
  grt_max_degree: 34
  grt-ovfl-total: 0
  grtUsageTotal_pct: 14.4
  first_global_vias: 2351
  grt_pass1_wl_um: 11200
  antenna_found_initial: 0
min_path:
  holdCritPathClass: "reg -> reg"
placed_design:
  gp_congestion: 0.808
  placed_area_um2: 3960
  hpwl_um: 4590
  dpl.cell_count: 475
  port_buffers: 20
drt:
  initialDrtViolationCount: 58
  drcViolationCount: 3
  wl_per_cell_um: 12.8
  antenna_cells: 0
  routed_wl_um: 6160
  via_count: 2468
  drt_pass1_iterations: 47
  postRouteAntennaNets: 0
  vias_per_cell: 5.11
run:
  warnings: 30
  max_cap_violations: 0
==> synthesized netlist by cell type, drive strengths merged (2+ instances only) <==
| cell type | instances |
|---|---|
| a211o | 2 |
| a21oi | 13 |
| a22o | 6 |
| a31oi | 2 |
| and2 | 4 |
| and3 | 7 |
| and4 | 3 |
| buf | 7 |
| clkbuf | 10 |
| dfrtp | 73 |
| dfstp | 3 |
| ha | 13 |
| inv | 14 |
| mux2 | 6 |
| mux2i | 2 |
| nand2 | 34 |
| nand3 | 17 |
| nand3b | 2 |
| nand4 | 11 |
| nor2 | 29 |
| nor2b | 4 |
| nor3 | 10 |
| nor4 | 3 |
| o21ai | 21 |
| o22ai | 3 |
| or4 | 2 |
| xnor2 | 29 |
| xor2 | 6 |
==> power groups by stage <==
stage | registers [W] | clock network (W) | logic (W)
4_1_cts | 0.000408 | 0.000352 | 0.0000245
5_1_grt | 0.000408 | 0.000369 | 0.0000275
6_report | 0.000408 | 0.000338 | 0.0000229
==> state kept, by name (all words and copies together) (netlist names), 2 cells and up <==
signal / cells
LED_CONTROL.FSM_State: 5
LED_POSITION.LED_Position: 8
LED_CONTROL.Left_Score: 4
POSITION_CHANGE.trigger_counter: 6
SCORE_DISPLAY.segment_select: 2
POSITION_CHANGE.trigger_number: 3
SCORE_DISPLAY.score_scanned: 4
VARIABLE_SPEED.random_speed: 4
DIVCLK.tmp: 22
LED_CONTROL.Right_Score: 4
VARIABLE_SPEED.seedcnt: 4
POSITION_CHANGE.trigger_state: 2
==> cell type report <==
type                    instances  area share, %
multi-input cells             254           40.2
clock buffers                   6           2.03
inverters                      14           1.29
flip-flops and latches         76           46.8
well taps                     108           3.32
repair buffers                 23           5.47
clock inverters                 2          0.860
==> layout by cell type, fill, tap and decap left out, drive strengths merged, types with 7 or more instances in the layout <==
master	count
nor3	10
conb	7
o21ai	21
nand2	34
and3	7
clkdlybuf4s50	20
nor2	29
a21oi	13
ha	13
nand4	11
inv	14
nand3	17
dfrtp	73
xnor2	29
==> worst min path at each step <==
stage,slack (ns),to,depth (start not counted),from
CTS,0.47,RIGHT_STABLE.click,1,RIGHT_STABLE.decnt
global route,0.49,DIVCLK.tmp[16],1,DIVCLK.tmp[16]
finish,0.46,LEFT_STABLE.click,1,LEFT_STABLE.decnt
==> worst max-delay path: cells and delay by family, from the launching register on <==
family / cells / cell delay, ns
flops: 1 / 0.43
simple gates: 3 / 0.99
xor+xnor: 1 / 0.16
==> cell families after synthesis <==
group / count (synthesis)
other: 1
DFF: 76
and+or+nand+nor: 132
AOI/OAI and AO/OA: 59
buffers and inverters: 31
muxes: 8
xor gates and xnor gates: 35
adders and majority gates: 13
==> layer usage <==
| metal | track usage [%] | wire, µm |
|---|---|---|
| met1 | 24.6 | 3270 |
| met2 | 22.0 | 2750 |
| met3 | 1.10 | 115 |
| met4 | 0.816 | 27 |
| met5 | 0 | 0 |
==> through the flow <==
stage,utilization (%),worst slack (ns),hold slack (ns)
finish,46.2,2.18,0.457
global placement,44.9,1.87,0.436
CTS,46.2,2.15,0.467
detailed placement,44.9,1.85,0.441
global route,46.2,1.99,0.487
floorplan,-,1.19,0.428
No activity file was given, so power comes from the tool's default toggle rates.
